==> flow/design.v <==
module RegFile #(parameter width=8,RegNo=16,Parity_Enable=0,Parity_Type=0,Prescale=8,Div_Ratio=8)
(
    input   wire                    CLK,
    input   wire                    RST,
    input   wire    [width-1:0]     WrData,
    input   wire    [3:0]           Address,
    input   wire                    WrEn,
    input   wire                    RdEn,
    output  reg                     RdData_Valid,
    output  reg     [width-1:0]     RdData,
    output  reg     [width-1:0]     REG0,
    output  reg     [width-1:0]     REG1,
    output  reg     [width-1:0]     REG2,
    output  reg     [width-1:0]     REG3
);
reg [width-1:0] mem [0:RegNo-1];
integer i;
always @(posedge CLK, negedge RST)
begin
    RdData_Valid <= 1'b0;
    if(!RST)
        begin
            for(i=0;i<RegNo;i=i+1)
                begin
                    mem[i] <= 'b0;
                end
            RdData_Valid <= 1'b0;
            mem[2][0]   <= Parity_Enable;
            mem[2][1]   <= Parity_Type;
            mem[2][5:2] <= Prescale;
            mem[3][3:0] <= Div_Ratio;
            RdData      <='b0;
        end
    else if (RdEn && !WrEn)
        begin
            RdData <= mem[Address];
            RdData_Valid <= 1'b1;
        end
    else if (WrEn && !RdEn)
        begin
            mem[Address] <=WrData;
        end
end
always@(*)
begin
    REG0 = mem[0];
    REG1 = mem[1];
    REG2 = mem[2];
    REG3 = mem[3];
end
endmodule
==> flow/constraint.sdc <==
current_design RegFile

set clk_period 2.7
set clk_io_pct 0.2

create_clock -name clk0 -period $clk_period [get_ports {CLK}]

set non_clock_inputs [all_inputs -no_clocks]
set_input_delay [expr $clk_period * $clk_io_pct] -clock clk0 $non_clock_inputs
set_output_delay [expr $clk_period * $clk_io_pct] -clock clk0 [all_outputs]
==> flow/run.sh <==
#!/bin/bash
# OpenROAD 26Q1-2900-gdf79404cd8, Yosys 0.63+post, stock flow scripts
make -C /OpenROAD-flow-scripts/flow DESIGN_CONFIG=/design/flow/config.mk WORK_HOME=/design/flow/orfs finish
==> flow/config.mk <==
export PLATFORM = sky130hd
export DESIGN_NAME = RegFile
export DESIGN_NICKNAME = RegFile
export VERILOG_FILES = /design/flow/design.v
export SDC_FILE = /design/flow/constraint.sdc
export NUM_CORES = 4
export LEC_CHECK = 1
export CORE_UTILIZATION = 50
==> results_slide.txt <==
Implementation Results

Global routing
  – Initial antenna violation count: 0
  – Global-route total usage across every layer: 0.283
  – Wire length of the first global-routing pass: 26400 microns
  – Pin count of the biggest net entering global routing: roughly 66
  – Remaining global-route overflow: 0
  – Via count of the first global-routing pass: between 4k and 5k

Synth
  – Cell total in the yosys stat output: approximately 510
  – Commonest cells in the netlist: 135 x sky130_fd_sc_hd__dfrtp_1, 130 x sky130_fd_sc_hd__mux2_2, 23 x sky130_fd_sc_hd__nand3b_1
  – Leading post-synthesis cells by cell area: sky130_fd_sc_hd__dfrtp_1 52%, sky130_fd_sc_hd__mux2_2 22%, sky130_fd_sc_hd__nand3b_1 2.6%
  – Post-synthesis sequential area ratio: 0.525
  – Cell area after synthesis: 6540 sq um
  – Number of enable-type register cells in the synthesized netlist: 0
  – Number of register bits inferred by synthesis: approximately 140
  – Most popular library cell in the synthesized design by count: sky130_fd_sc_hd__dfrtp_1
  – Synthesized area divided by synthesized cell count: 12.9 sq um
  – Number of standard cells after synthesis: 507
  – Top flip-flop cell by instance count after synthesis: sky130_fd_sc_hd__dfrtp_1
  – Post-synth area from yosys stat: between 6000 and 7000 sq um
  – Async SR Flop Fraction: 1.00
  – Warnings, synthesis: 2
  – Max-area cell share: 0.517
  – Count of cell types in the netlist: 52
  – Leading area contributor after synthesis: sky130_fd_sc_hd__dfrtp_1

Worst setup path
  – Number of cells on the worst reg-to-reg path: 4
  – Crit path required time: approximately 3.0 ns
  – Setup crit end: RdData[1]
  – Arrival time worst endpoint: around 2.8 ns
  – Beginning of the critical path: Address[0]
  – Maximum fanout count along the critical path: 26
  – Worst R2R End: RdData[1]
  – CP startpoint kind: input port
  – Type of the worst setup path: input port to flop
  – Worst-case register-to-register setup slack: about 0.93 ns
  – Setup crit end kind: flop
  – Startpoint of the worst register-to-register path: mem[5][1]

Final timing
  – Max-slew violation count: 0
  – Worst setup skew after layout: roughly 0.0054 ns
  – Shortest period the worst path allows: between 2 and 3 ns
  – Final worst path period share: 0.930
  – RSZ-0062 raised after global routing: no
  – Slew headroom: 0.425
  – Slew @ Worst Pin: around 0.84 ns
  – Final setup violation count: 0
  – Final hold vios: 0
  – Upper clock frequency limit: approximately 400 MHz

Floorplan
  – Top Ports: 57
  – Die outline area: ~14000 sq um
  – Number of placement rows: around 41
  – Total core area: 12700 sq um
  – Initial standard-cell utilization of the core: 0.516
  – Die X-Extent: 116 microns
  – Y dimension of the die: around 120 microns

Clock network
  – Clock Tree Buf Depth: 2
  – Post_cts resized: 0
  – TritonCTS sink count: 137
  – Max H-tree Level: 4
  – CTS buffer count: 17
  – Clock edge transition at the registers on the reported setup and hold paths: 0.06 ns
  – Clock tree from TritonCTS: built
  – Buffers inserted during post-CTS setup optimization: 0
  – CTS Hold Buffers Added: 0
  – CTS root buf: sky130_fd_sc_hd__clkbuf_16
  – Insertion Delay late pin: 0.42 ns

Route
  – WL/cell: approximately 22 microns
  – Number of remaining DRC errors: 0
  – Remaining number of nets flagged by the antenna check after routing: 0
  – Post-detailed-routing wire length: 17100 microns
  – Routed vias: between 4k and 5k
  – Drt first-iter violations: 205
  – Detail-routed via count per cell: roughly 6.0
  – Number of antenna repair diodes: 0
  – Number of search-and-repair iterations in the first detailed-routing pass: 4

Job
  – Number of logged tool warnings: 25
  – Maximum Capacitance Violations: 0

Min path
  – Hold WC Path Type: input port to async pin

Power and ir drop
  – Internal cell power: approximately 4600 uW
  – P_sw: roughly 1500 uW
  – Max IR drop VDD: between 0.4 and 0.5 mV
  – Power share of the clock group: 0.396
  – Static power due to leakage: between 0.003 and 0.004 uW
  – Switching share of total power: 0.241
  – Part of the total power dissipated in sequential elements: 0.443
  – Pwr Density: between 700 and 800 nW/um^2
  – Total Power: roughly 6000 uW
  – Share of total power in combinational logic: 0.161

Place
  – Total of buffers placed on input and output ports: approximately 56
  – Post-detailed-placement half-perimeter wirelength: approximately 11000 microns
  – GPL Wtd Cong: roughly 0.85
  – Number of cells in the design after placement: between 700 and 800

Layout
  – Final Instance Count excl. Fillers: ~760
  – Fillers: roughly 1.0k
  – Relative area change from synthesis to final layout: 22.3%
  – Share of layout cells above drive strength 1: 0.376

Outcome
  – Outcome: completed
[kinds of logic (layout without fill, tap and decap cells)]
family	count (synthesis)	in the layout	synth area share
AND-OR/OR-AND	89	89	0.0963
flip-flops	137	137	0.525
AND/OR/NAND/NOR	106	106	0.113
buffers and inverters	36	119	0.0285
multiplexers	139	139	0.238
[flip-flops by register name, indices dropped and copies added, names as in the netlist]
name	cells
RdData	8
mem	128
RdData_Valid	1
[how the worst min path moves through the flow]
stage / startpoint / to / slack, ns / cells after the start
4_1_cts: RST / mem[4][3] / 0.14 / 1
5_1_grt: RST / mem[4][1] / 0.16 / 1
6_report: RST / mem[4][2] / 0.12 / 1
[layout make-up]
type	count	area, sq um	share of cell area
Clock inverter	11	145	0.0182
Inverter	2	7.51	0.000939
Clock buffer	21	470	0.0588
Multi-Input combinational cell	334	2920	0.365
Tap cell	172	215	0.0269
Sequential cell	137	3430	0.429
Timing Repair Buffer	85	807	0.101
[through the flow]
stage	util	cell area (sq um)	hold WS, ns	setup TNS (ns)	worst slack (ns)
floorplan	-	6540	0.244	0	0.887
finish	0.631	8000	0.124	0	0.188
detailed placement	0.583	7380	0.487	-0.343	-0.306
global placement	0.583	7380	0.479	-0.327	-0.311
global route	0.631	8000	0.157	0	0.136
CTS	0.631	8000	0.140	0	0.128
[power by group through the flow]
stage	Sequential, uW	Combinational (uW)	Clock, uW
4_1_cts	2680	984	2430
5_1_grt	2730	1060	2510
6_report	2680	973	2390
[layer usage]
metal | share of wire | wire length, microns | up-vias | global-route usage
met5 | 0 | 0 | - | 0
met1 | 0.46 | 7790 | 2365 | 0.437
met3 | 0.044 | 748 | 30 | 0.0513
li1 | - | - | 2045 | -
met2 | 0.47 | 8050 | 113 | 0.441
met4 | 0.028 | 474 | 0 | 0.0615
[worst max-delay path: stages]
cell,delay (ns)
sky130_fd_sc_hd__clkdlybuf4s50_1,0.54
sky130_fd_sc_hd__buf_12,0.19
sky130_fd_sc_hd__or2_2,0.34
sky130_fd_sc_hd__a21oi_1,0.12
sky130_fd_sc_hd__a2111oi_0,0.77
sky130_fd_sc_hd__buf_4,0.22
sky130_fd_sc_hd__a31oi_1,0.07
[placed cells by master, fill, tap and decap left out, drive strengths merged, types with 3 or more instances in the layout]
master and n:
nand2 13, clkinvlp 3, nor2 15, a22oi 7, clkinv 5, nand3b 23, a22o 15, a2111oi 5
or3b 9, mux2i 9, o22ai 9, nand2b 6, buf 32, a31oi 9, bufinv 3, and2 3
clkbuf 21, dfrtp 135, nand3 15, mux2 130, clkdlybuf4s50 53, a21oi 22, a311oi 7, nor2b 9
o21ai 3
Power is estimated from default activity; no workload was simulated.
