--- ./config.mk ---
export PLATFORM = sky130hd
export DESIGN_NAME = UART
export DESIGN_NICKNAME = UART
export VERILOG_FILES = /design/flow/design.v
export SDC_FILE = /design/flow/constraint.sdc
export NUM_CORES = 4
export LEC_CHECK = 1
export CORE_UTILIZATION = 50
--- ./constraint.sdc ---
current_design UART

set clk_period 2.3
set clk_io_pct 0.2

create_clock -name clk0 -period $clk_period [get_ports {RX_CLK}]
create_clock -name clk1 -period $clk_period [get_ports {TX_CLK}]

set non_clock_inputs [all_inputs -no_clocks]
set_input_delay [expr $clk_period * $clk_io_pct] -clock clk0 $non_clock_inputs
set_output_delay [expr $clk_period * $clk_io_pct] -clock clk0 [all_outputs]
--- ./design.v ---
module UART(
	input  wire            TX_CLK,
	input  wire            RX_CLK,
	input  wire            RST,
	input  wire            RX_IN,
	input  wire    [7:0]   UART_CONFIG,
	input  wire            TX_DATA_VALID,
	input  wire    [7:0]   TX_P_DATA,
	output wire            TX_OUT,
	output wire    [7:0]   RX_P_Data,
	output wire            RX_DATA_VALID,
	output wire            BUSY    
);
UART_RX UART_RX_instance (
    .CLK(RX_CLK),
    .RST(RST),
    .PAR_EN(UART_CONFIG[0]),
    .PAR_TYP(UART_CONFIG[1]),
    .RX_IN(RX_IN),
    .Prescale(UART_CONFIG[5:2]),
    .data_valid(RX_DATA_VALID),
    .P_Data(RX_P_Data)
);
UART_TX UART_TX_instance (
    .CLK(TX_CLK),
    .RST(RST),
    .DATA_VALID(TX_DATA_VALID),
    .PAR_EN(UART_CONFIG[0]),
    .PAR_TYP(UART_CONFIG[1]),
    .P_DATA(TX_P_DATA),
    .TX_OUT(TX_OUT),
    .BUSY(BUSY)
);
endmodule
module Deserializer(
	input  wire            CLK,
	input  wire            RST,
	input  wire            deser_en,
	input  wire            sampled_bit,
	input  wire    [2:0]   edge_cnt,     
	input  wire    [3:0]   bit_cnt,
	output reg     [7:0]   P_DATA
);
reg [7:0] P_DATA_reg;
always@(posedge CLK,negedge RST)
begin
    if(!RST)
        begin
            P_DATA <= 8'b0;
        end
    else if(deser_en && edge_cnt==3'd7)
        begin
            P_DATA <= {sampled_bit,P_DATA[7:1]};
        end
    else if(bit_cnt == 4'b0001)
        begin
            P_DATA <= 8'b0;
        end
end
endmodule : Deserializer
module FSM_rx(
	input  wire             CLK,
	input  wire             RST,
	input  wire             RX_IN_fsm,
	input  wire             PAR_EN_fsm,
	input  wire    [2:0]    edge_cnt_fsm,
	input  wire    [3:0]    bit_cnt_fsm,
	input  wire             par_err_fsm,
	input  wire             strt_glitch_fsm,
	input  wire             stp_err_fsm,
	output reg              dat_sampl_en_fsm,
	output reg              enable_fsm,
	output reg              deser_en_fsm,
	output reg              data_valid_fsm,
	output reg              stp_chk_en_fsm,
	output reg              str_chk_en_fsm,
	output reg              par_chk_en_fsm
);
localparam Idle  =3'b000,
           Start =3'b001,
           Stop  =3'b011,
           Data  =3'b010,
           Parity=3'b110,
           Valid =3'b111;
reg [2:0]  Curr_state,Next_state;
reg data_valid_reg;
always@(posedge CLK,negedge RST)
begin
    if(!RST)
        begin
            Curr_state <= Idle;
        end
    else
        begin
            Curr_state <= Next_state;
        end
end
always@(posedge CLK,negedge RST)
begin
    if(!RST)
        begin
            data_valid_fsm <= 0;
        end
    else
        begin
            data_valid_fsm <= data_valid_reg;
        end
end
always@(*)
begin
    dat_sampl_en_fsm = 1'b0;
    enable_fsm = 1'b0;
    deser_en_fsm = 1'b0;
    data_valid_reg = 1'b0;
    stp_chk_en_fsm = 1'b0;
    str_chk_en_fsm = 1'b0;
    par_chk_en_fsm = 1'b0;
    case (Curr_state)
        Idle:begin
            if(!RX_IN_fsm)
                begin
                    Next_state = Start;
                end
            else
                begin
                    Next_state = Idle;
                end
            end
        Start:begin
            str_chk_en_fsm = 1'b1;
            dat_sampl_en_fsm = 1'b1;
            enable_fsm = 1'b1;
            if(!strt_glitch_fsm && bit_cnt_fsm==4'b0001)
                begin
                    Next_state = Data;
                end
            else if(strt_glitch_fsm && bit_cnt_fsm==4'b0001)
                begin
                    Next_state = Idle;
                end
            else
                begin
                    Next_state = Start;
                end
            end
        Data:begin
            deser_en_fsm = 1'b1;
            dat_sampl_en_fsm = 1'b1;
            enable_fsm = 1'b1;
            if(bit_cnt_fsm == 4'b1001)
                begin
                    if(PAR_EN_fsm)
                        begin
                            Next_state = Parity;
                        end
                    else
                        begin
                            Next_state = Stop;
                        end
                end
            else
                begin
                   Next_state = Data; 
                end
            end
        Parity:begin
                par_chk_en_fsm =1'b1;
                dat_sampl_en_fsm = 1'b1;
                enable_fsm = 1'b1;
                if(bit_cnt_fsm == 4'b1010)
                    begin
                        if(par_err_fsm)
                            begin
                                Next_state = Idle;
                            end
                        else
                            begin
                                Next_state = Stop;
                            end
                    end
                else
                    begin
                        Next_state = Parity;
                    end
                end
        Stop:begin
            stp_chk_en_fsm = 1'b1;
            dat_sampl_en_fsm = 1'b1;
            enable_fsm = 1'b1;
            if( (PAR_EN_fsm && bit_cnt_fsm==4'b1011) || (!PAR_EN_fsm && bit_cnt_fsm==4'b1010 ))
                begin
                    if(!stp_err_fsm && !par_err_fsm)
                        begin
                            Next_state = Valid;
                        end
                    else
                        begin
                            Next_state = Idle;
                        end
                end
            else
                begin
                    Next_state = Stop;
                end     
        end
        Valid:begin
            Next_state = Idle;
            data_valid_reg = 1'b1;
            end
        default:begin
            Next_state = Idle;
            dat_sampl_en_fsm = 1'b0;
            enable_fsm = 1'b0;
            deser_en_fsm = 1'b0;
            data_valid_reg = 1'b0;
            stp_chk_en_fsm = 1'b0;
            str_chk_en_fsm = 1'b0;
            par_chk_en_fsm = 1'b0;
            end
    endcase
end
endmodule : FSM_rx
module Start_Checker(
	input  wire    strt_chk_en,
    input  wire    sampled_bit_sc,
    output reg     strt_glitch_sc       
);
always@(*)
begin
    if(strt_chk_en)
        begin
            if(sampled_bit_sc == 1'b0)
                begin
                    strt_glitch_sc = 1'b0;
                end
            else
                begin
                    strt_glitch_sc = 1'b1;
                end
        end
    else
        begin
            strt_glitch_sc = 1'b0;   
        end
end
endmodule : Start_Checker
module Stop_Checker(
	input  wire    stp_chk_en,
    input  wire    sampled_bit_sc,
    output reg     stp_err    
);
always@(*)
begin
    if(stp_chk_en)
        begin
            if(sampled_bit_sc == 1'b1)
                begin
                    stp_err = 1'b0;
                end
            else
                begin
                    stp_err = 1'b1;
                end
        end
    else
        begin
            stp_err = 1'b0;
        end
end
endmodule : Stop_Checker
module UART_RX(
	input  wire            CLK,
	input  wire            RST,
	input  wire            PAR_EN,
	input  wire            PAR_TYP,
	input  wire            RX_IN,
	input  wire    [3:0]   Prescale,
	output wire            data_valid,
	output wire    [7:0]   P_Data
);
wire        dat_samp_en;
wire        enable;
wire        deser_en;
wire        sampled_bit;
wire        par_chk_en,par_err;
wire        strt_chk_en,strt_glitch;
wire        stp_chk_en,stp_err;
wire [2:0]  edge_cnt;
wire [3:0]  bit_cnt;
FSM_rx FSM_rx_instance (
    .CLK(CLK),
    .RST(RST),
    .RX_IN_fsm(RX_IN),
    .PAR_EN_fsm(PAR_EN),
    .edge_cnt_fsm(edge_cnt),
    .bit_cnt_fsm(bit_cnt),
    .par_err_fsm(par_err),
    .strt_glitch_fsm(strt_glitch),
    .stp_err_fsm(stp_err),
    .dat_sampl_en_fsm(dat_samp_en),
    .enable_fsm(enable),
    .deser_en_fsm(deser_en),
    .data_valid_fsm(data_valid),
    .stp_chk_en_fsm(stp_chk_en),
    .str_chk_en_fsm(strt_chk_en),
    .par_chk_en_fsm(par_chk_en)
);
edge_bit_counter edge_bit_counter_instance (
    .CLK(CLK),
    .RST(RST),
    .enable(enable),
    .bit_cnt(bit_cnt),
    .edge_cnt(edge_cnt)
);
data_sampling data_sampling_instance (
    .CLK(CLK),
    .RST(RST),
    .RX_IN(RX_IN),
    .Prescale(Prescale),
    .dat_samp_en(dat_samp_en),
    .edge_cnt(edge_cnt),
    .sampled_bit(sampled_bit)
);
parity_check parity_check_instance (
    .P_DATA_pc(P_Data),
    .PAR_TYP(PAR_TYP),
    .par_chk_en(par_chk_en),
    .sampled_bit_pc(sampled_bit),
    .par_err(par_err)
);
Start_Checker Start_Checker_instance (
    .strt_chk_en(strt_chk_en),
    .sampled_bit_sc(sampled_bit),
    .strt_glitch_sc(strt_glitch)
);
Stop_Checker Stop_Checker_instance (
    .stp_chk_en(stp_chk_en),
    .sampled_bit_sc(sampled_bit),
    .stp_err(stp_err)
);
Deserializer Deserializer_instance (
    .CLK(CLK),
    .RST(RST),
    .deser_en(deser_en),
    .sampled_bit(sampled_bit),
    .edge_cnt(edge_cnt),
    .bit_cnt(bit_cnt),
    .P_DATA(P_Data)
);
endmodule : UART_RX
module data_sampling(
	input  wire            CLK,
	input  wire            RST,
	input  wire            RX_IN,
	input  wire    [3:0]   Prescale,
	input  wire            dat_samp_en,
	input  wire    [2:0]   edge_cnt,
	output reg             sampled_bit
);
reg [2:0] sampling_edge; 
reg [2:0] sample;
always@(*)
begin
    sampling_edge = Prescale>>2;
end
always@(posedge CLK,negedge RST)
begin
    if(!RST)
        begin
            sampled_bit <= 1'b0; 
        end
    else if(dat_samp_en &&  edge_cnt == sampling_edge-1)
        begin
            sample[0] <= RX_IN;
        end
    else if(dat_samp_en &&  edge_cnt == sampling_edge)
        begin
            sample[1] <= RX_IN;
        end
    else if(dat_samp_en &&  edge_cnt == sampling_edge+1)
        begin
            sample[2] <= RX_IN;
        end
end
always@(posedge CLK,negedge RST)
begin
    if(!RST)
        begin
            sampled_bit = 1'b0;
        end
    else if(edge_cnt == 3'd6)
        begin
            sampled_bit = sample[2]&sample[1] | sample[2]&sample[0] | sample[1]&sample[0];
        end
end
endmodule : data_sampling
module edge_bit_counter(
	input  wire            CLK,
	input  wire            RST,
	input  wire            enable,
	output reg     [3:0]   bit_cnt,
	output reg     [2:0]   edge_cnt
);
always@(posedge CLK,negedge RST)
begin
    if(!RST)
        begin
           bit_cnt  <= 4'b0000; 
           edge_cnt <= 3'b000;
       end
   else if(enable)
       begin
            edge_cnt <= edge_cnt+3'b001;
            if(edge_cnt == 3'b111)
                begin
                    bit_cnt  <= bit_cnt+4'b0001;
                    if(bit_cnt == 4'd11)
                        begin
                            bit_cnt <= 4'b0000;
                        end
                end
        end
    else
        begin
            bit_cnt <= 4'b0000;
        end
end
endmodule : edge_bit_counter
module parity_check(
	input  wire    [7:0]   P_DATA_pc,
	input  wire            PAR_TYP,
	input  wire            par_chk_en,
	input  wire            sampled_bit_pc,
	output reg             par_err
);
reg par_bit_reg;
always@(*)
begin
    if(PAR_TYP)
        begin
            par_bit_reg = ^P_DATA_pc;
        end
    else
        begin
            par_bit_reg = ~^P_DATA_pc;
        end
end
always@(*)
begin
    if(par_chk_en && par_bit_reg==sampled_bit_pc)
        begin
            par_err = 1'b1;
        end
    else
        begin
            par_err = 1'b0;
        end
end
endmodule : parity_check
module FSM
(
    input   wire        CLK,
    input   wire        RST,
    input   wire        PAR_EN,
    input   wire        Data_Valid,
    input   wire        ser_done,
    output  reg         ser_en,
    output  reg [1:0]   mux_sel,
    output  reg         busy      
);
localparam Idle=3'b000,
           Start=3'b001,
           Stop=3'b010,
           Data=3'b011,
           Parity=3'b100;
localparam Start_bit=2'b00,
           Stop_bit=2'b01,
           ser_data=2'b10,
           par_bit=2'b11;
reg [2:0] Curr_state,Next_state;
reg busy_reg;
always@(posedge CLK)
begin
    if(~RST)
        begin
            Curr_state <= Idle;
        end
    else
        begin
            Curr_state <= Next_state;
        end 
end
always@(posedge CLK,negedge RST)
begin
    if(~RST)
        begin
            busy <= 1'b0;
        end
    else
        begin
            busy <= busy_reg;
        end 
end
always@(*)
begin
    busy_reg=1'b0;
    ser_en=1'b0;
    case (Curr_state)
        Idle:begin
                busy_reg=1'd0;
                mux_sel=Stop_bit;
                if(Data_Valid)
                    begin
                        Next_state = Start;
                    end
                else
                    begin
                        Next_state = Idle;
                    end
             end
        Start:begin
                mux_sel=Start_bit;
                busy_reg=1'b1;
                Next_state=Data;
                ser_en=1'b1;
              end
        Data:begin
                mux_sel=ser_data;
                ser_en=1'b1;
                busy_reg=1'b1;
                if(ser_done & PAR_EN)
                    begin
                        Next_state=Parity;
                        ser_en = 1'b0;
                    end
                else if(ser_done & ~PAR_EN)
                    begin
                        Next_state=Stop;
                        ser_en = 1'b0;
                    end
                else
                    begin
                        Next_state=Data;
                    end
             end
        Parity:begin
                mux_sel=par_bit;
                busy_reg=1'b1;
                Next_state=Stop;
               end
        Stop:begin
                mux_sel=Stop_bit;
                busy_reg=1'b1;
                if(Data_Valid)
                    begin
                        Next_state=Start;
                    end
                else
                    begin
                        Next_state=Idle;
                    end
               end
        default:begin
                    busy_reg=1'b0;
                    ser_en=1'b0;
                    mux_sel=Stop_bit;
                end
    endcase
end
endmodule
module MUX(
	input  wire [1:0] mux_sel,
	input  wire       par_bit,
	input  wire       ser_data,
	input  wire       CLK,
	input  wire       RST,
	output reg        TX_out
);
localparam Start_bit=2'b00,
           Stop_bit=2'b01,
           serdata=2'b10,
           parbit=2'b11;
reg MUX_out;
always@(*)
begin
    case(mux_sel)
        Start_bit:begin
            MUX_out = 1'b0;
        end
        Stop_bit:begin
            MUX_out = 1'b1;
        end
        serdata:begin
            MUX_out = ser_data;
        end
        parbit:begin
            MUX_out = par_bit;
        end
        default:begin
            MUX_out = 1'b1;
        end
    endcase
end
always@(posedge CLK)
begin
    if(!RST)
    begin
        TX_out <= 1'b0;
    end
    else
    begin
        TX_out <= MUX_out;
    end
end
endmodule : MUX
module Parity_Calc(
    input  wire         CLK,
    input  wire         RST,
	input  wire  [7:0]  P_Data,
	input  wire         Data_Valid,
	input  wire         PAR_TYP,
	output reg          par_bit
);
reg par_bit_reg;
always@(*)
begin
    if(PAR_TYP)
        begin
            par_bit_reg=^P_Data?1'b0:1'b1;
        end
    else
        begin
            par_bit_reg=^P_Data?1'b1:1'b0;
        end
end
always@(posedge CLK)
begin
    if(~RST)
        begin
            par_bit <= 1'b0;
        end
    else if(Data_Valid)
        begin
            par_bit <= par_bit_reg;
        end
end
endmodule : Parity_Calc
module Serializer(
	input  wire            CLK,
	input  wire            RST,
	input  wire            Data_Valid,
	input  wire    [7:0]   P_Data,
	input  wire            ser_en,
	output reg             ser_data,
	output reg             ser_done
);
reg [7:0]  P_Data_reg;
integer Counter;
always@(posedge CLK)
begin
    if(~RST)
        begin
            ser_done <= 1'b0;
            Counter <= 0;
        end
    else if(Data_Valid && Counter==0)
        begin
            P_Data_reg <= P_Data;
        end
    if(ser_en)
        begin
            ser_data <= P_Data_reg[Counter];
            Counter <= Counter+1;
            if(Counter==7)
                begin
                    ser_data <= P_Data_reg[Counter];
                    ser_done <= 1'b1;
                    Counter <= 0;
                end
            else
                begin
                    ser_done <= 1'b0;
                end
        end
end
endmodule
module UART_TX(
	input  wire            CLK,
	input  wire            RST,
	input  wire            DATA_VALID,
	input  wire            PAR_EN,
	input  wire            PAR_TYP,
	input  wire    [7:0]   P_DATA,
	output wire            TX_OUT,
	output wire            BUSY
);
wire        Ser_en_int;
wire        Ser_done_int;
wire        Ser_data_int;
wire [1:0]  Mux_sel_int;
wire        par_bit_int;
Serializer Serializer_instance (
    .CLK(CLK),
    .RST(RST),
    .Data_Valid(DATA_VALID),
    .P_Data(P_DATA),
    .ser_en(Ser_en_int),
    .ser_data(Ser_data_int),
    .ser_done(Ser_done_int)
);	
FSM FSM_instance (
    .CLK(CLK),
    .RST(RST),
    .PAR_EN(PAR_EN),
    .Data_Valid(DATA_VALID),
    .ser_done(Ser_done_int),
    .ser_en(Ser_en_int),
    .mux_sel(Mux_sel_int),
    .busy(BUSY)
);
Parity_Calc Parity_Calc_instance (
    .CLK(CLK),
    .RST(RST),
    .P_Data(P_DATA),
    .Data_Valid(DATA_VALID),
    .PAR_TYP(PAR_TYP),
    .par_bit(par_bit_int)
);
MUX MUX_instance (
    .mux_sel(Mux_sel_int),
    .par_bit(par_bit_int),
    .ser_data(Ser_data_int),
    .CLK(CLK),
    .RST(RST),
    .TX_out(TX_OUT)
);
endmodule : UART_TX
--- ./run.sh ---
#!/bin/bash
# OpenROAD 26Q1-2900-gdf79404cd8, Yosys 0.63+post, stock flow scripts
make -C /OpenROAD-flow-scripts/flow DESIGN_CONFIG=/design/flow/config.mk WORK_HOME=/design/flow/orfs finish
==> flow_summary.yaml <==
# flow metrics
status:
  outcome: "finished clean"
setup_path:
  worst_setup_path_start_kind: "flop"
  cp.arrival_ns: 2.17
  critPathCaptureType: "flop"
  critPathMaxFanout: 30
  required_ns: 2.35
  path_class: "flop to flop"
final_timing:
  unclocked_regs: 3
  rsz0062_at_grt: "no"
  untimed_endpoints: 3
  finalSetupViolCount: 0
  hold_violations: 0
  skew_ns: 0.00540
  setup_tns_ns: 0
  maxSlewViolCount: 0
power:
  swShare: 0.222
  p_leak_uw: 0.00109
  p_int_uw: 1480
  p_seq_frac: 0.565
  power_density_nw_per_um2: 598
  combPwrFrac: 0.089
  p_sw_uw: 423
  ir_worst_vdd_mv: 0.351
  p_clk_frac: 0.346
clock_tree:
  clk_pin_slew_ns: 0.09
  cts_setup_buffers: 0
  holdBufCountCts: 0
  post_cts_resize_count: 0
  cts_tree: "built"
grt:
  antenna_found_initial: 0
  grt_max_degree: 34
  grt_overflow: 0
  first_global_vias: 1708
  grt_usage: 0.179
  grt_pass1_wl_um: 7910
finish:
  area_growth_pct: 13.2
  lay_top_count: "edfxtp_1"
  layout_top_cells: "edfxtp_1, nor2_1, xnor2_1"
  largest_register_ffs: 32
  drive_above_1_share: 0.175
  final_cells: 344
logic_synthesis:
  top_cells_by_area: "edfxtp_1, xnor2_1, nor2_1, dfxtp_1, nor3_2"
  edf_count: 42
  ys.flops: 53
  yosys.area.top_type: "edfxtp_1"
  simple_gate_share: 0.253
  ys_sh_xor: 0.120
  yosysTopAreaCellShare: 0.449
  postSynthCellCount: 248
  synthArstFlopShare: 0.0566
  synthAoiAreaFrac: 0.00713
  yosysUniqueCellTypes: 45
  fa_ha_area_frac: 0.00891
  ys_sh_mux: 0.0232
  avgSynthCellArea_um2: 11.3
  flop_cell: "edfxtp_1"
  netlist_logic_family_top: "simple AND/OR/NAND/NOR gates"
  ys_cells: 248
  ys_warn_count: 13
  ys_chip_area_um2: 2810
  synth_area_um2: 2810
run:
  cap_violations: 0
  warning_count: 34
die:
  rows: 26
  top_level_ports: 32
  dieArea_um2: 5920
  fp.dieH_um: 77.0
  die_w_um: 77.0
  initCoreUtil: 0.533
  coreArea_um2: 5270
detailed_routing:
  vias: 1767
  drt-initial-drc-count: 123
  routed_wl_um: 4560
  drt-vias-per-instance: 5.14
  first_pass_iters: 4
  post_drt_wl_per_cell_um: 13.3
  drc_errors: 0
  ant_nets: 0
  num_antenna_cells: 0
min_path:
  min_path_type: "flop to flop"
placement:
  dp.cells: 333
  hpwl_um: 3040
  io_buffers: 15
  gp_congestion: 0.763
[area by class of cell]
cell class	count	area, µm²
clock inverters	1	6.26
well taps	70	87.6
fillers	454	2090
flip-flops and latches	53	1480
inverters	11	41.3
clock buffers	10	128
repair buffers	24	243
multi-input cells	175	1190
[final timing paths]
check | depth (start not counted) | start | slack, ns | to
worst max-delay path | 6 | flop | 0.18 | flop
worst min-delay path | 0 | UART_RX_instance.FSM_rx_instance.Curr_state[5] | 0.35 | UART_RX_instance.FSM_rx_instance.data_valid_fsm
worst max register to register | 6 | flop | 0.18 | flop
worst min register to register | 0 | UART_RX_instance.FSM_rx_instance.Curr_state[5] | 0.35 | UART_RX_instance.FSM_rx_instance.data_valid_fsm
max in group clk0 | 1 | UART_TX_instance.FSM_instance.busy | 0.77 | BUSY
max in group asynchronous | 2 | RST | 1.60 | UART_RX_instance.FSM_rx_instance.Curr_state[5]
min in group asynchronous | 2 | RST | 0.47 | UART_TX_instance.FSM_instance.busy
min in group clk1 | 2 | UART_TX_instance.Parity_Calc_instance.par_bit | 0.53 | UART_TX_instance.MUX_instance.TX_out
[power groups by stage]
stage	clock network (µW)	registers (µW)	logic (µW)
final	658	1080	169
after CTS	677	1080	173
after global routing	718	1080	191
[cell families after synthesis]
| kind of cell | Yosys count |
|---|---|
| AND-OR/OR-AND | 3 |
| other | 1 |
| multiplexers | 4 |
| flip-flops | 50 |
| XOR/XNOR | 37 |
| buffers and inverters | 28 |
| adder cells (fa/ha/maj) | 2 |
| AND/OR/NAND/NOR | 120 |
| latches | 3 |
[routing by layer]
metal | track usage | vias up | part of all wire | wire [µm]
li1 | - | 896 | - | -
met1 | 0.315 | 835 | 0.53 | 2410
met2 | 0.254 | 31 | 0.42 | 1910
met3 | 0.0435 | 5 | 0.042 | 192
met4 | 0.0212 | 0 | 0.010 | 46
met5 | 0 | - | 0 | 0
[cell usage after synthesis, drive strengths merged (2+ instances only)]
master and count:
dlxtn 3, nand4 4, nor2 42, nor2b 4, clkbuf 2, nor3 14, and3 3, nor3b 2
nor4 12, and2 4, mux4 2, xnor2 31, edfxtp 42, buf 15, nand2 16, mux2i 2
nand3 11, dfrtp 3, inv 11, xor2 5, dfxtp 5, and4 3, ha 2
[critical path, stage by stage, from the launching register on]
cell,delay [ns]
edfxtp_1,0.49
nor4_1,0.35
nand4_1,0.18
or3_1,0.44
nand2_1,0.13
buf_12,0.21
nor2_1,0.07
[metrics by stage]
stage                     hold WS [ns]   util  worst slack, ns  power, µW  instance area, µm²
after floorplan                  0.164      -            0.136       1210                2840
after global placement           0.343  0.578            0.182       1270                3050
after detailed placement         0.341  0.578            0.150       1270                3050
after CTS                        0.353  0.604            0.132       1920                3180
after global routing             0.363  0.604           0.0288       1990                3180
final                            0.348  0.604            0.182       1900                3180
Power is estimated from default activity; no workload was simulated.
