### flow/run.sh
#!/bin/bash
# OpenROAD 26Q1-2900-gdf79404cd8, Yosys 0.63+post, stock flow scripts
make -C /OpenROAD-flow-scripts/flow DESIGN_CONFIG=/design/flow/config.mk WORK_HOME=/design/flow/orfs finish
### flow/config.mk
export PLATFORM = sky130hd
export DESIGN_NAME = ALU_TOP
export DESIGN_NICKNAME = ALU_TOP
export VERILOG_FILES = /design/flow/design.v
export SDC_FILE = /design/flow/constraint.sdc
export NUM_CORES = 4
export LEC_CHECK = 1
export CORE_UTILIZATION = 30
### flow/constraint.sdc
current_design ALU_TOP

set clk_period 1.5
set clk_io_pct 0.2

create_clock -name clk0 -period $clk_period [get_ports {CLK}]

set non_clock_inputs [all_inputs -no_clocks]
set_input_delay [expr $clk_period * $clk_io_pct] -clock clk0 $non_clock_inputs
set_output_delay [expr $clk_period * $clk_io_pct] -clock clk0 [all_outputs]
### flow/design.v
module ALU_TOP #(parameter width=8)
(
    input   wire        [width-1:0]   A,
    input   wire        [width-1:0]   B,
    input   wire        [3:0]         ALU_FUN,
    input   wire                      CLK,
    input   wire                      RST,
    input   wire                      EN,
    output  reg         [2*width-1:0] ALU_OUT,
    output  reg                       OUT_VALID
);
wire Arith_Enable_internal;
wire Logic_Enable_internal;
wire CMP_Enable_internal;
wire Shift_Enable_internal;
wire [width-1:0] SHIFT_OUT , CMP_OUT , Logic_OUT , Arith_OUT;
wire Arith_FLag , CMP_FLag , SHIFT_FLag , Logic_FLag;
ARITHMETIC_UNIT U_ARITHMETIC_UNIT(
    .A(A),
    .B(B),
    .CLK(CLK),
    .RST_n(RST),
    .ALU_FUN(ALU_FUN[1:0]),
    .Arith_Enable(Arith_Enable_internal),
    .Arith_OUT(Arith_OUT),
    .Arith_FLag(Arith_FLag)
);
LOGIC_UNIT U_LOGIC_UNIT (
    .A(A),
    .B(B),
    .CLK(CLK),
    .RST_n(RST),
    .ALU_FUN(ALU_FUN[1:0]),
    .Logic_Enable(Logic_Enable_internal),
    .Logic_OUT(Logic_OUT),
    .Logic_FLag(Logic_FLag)
);
CMP_UNIT U_CMP_UNIT (
    .A(A),
    .B(B),
    .CLK(CLK),
    .RST_n(RST),
    .ALU_FUN(ALU_FUN[1:0]),
    .CMP_Enable(CMP_Enable_internal),
    .CMP_OUT(CMP_OUT),
    .CMP_FLag(CMP_FLag)
);
SHIFT_UNIT U_SHIFT_OUT (
    .A(A),
    .B(B),
    .CLK(CLK),
    .RST_n(RST),
    .ALU_FUN(ALU_FUN[1:0]),
    .Shift_Enable(Shift_Enable_internal),
    .SHIFT_OUT(SHIFT_OUT),
    .SHIFT_FLag(SHIFT_FLag)
);
Decoder_2x4 U_Decoder_2x4(
    .Dec_ENABLE(EN),
    .ALU_FUN(ALU_FUN[3:2]),
    .Arith_Enable(Arith_Enable_internal),
    .Logic_Enable(Logic_Enable_internal),
    .CMP_Enable(CMP_Enable_internal),
    .Shift_Enable(Shift_Enable_internal)
);
always@(*)
begin
        ALU_OUT   = SHIFT_OUT  | CMP_OUT  | Logic_OUT  | Arith_OUT;
        OUT_VALID = EN;
end
endmodule
module ARITHMETIC_UNIT #(parameter width=8)
(
    input       [width-1:0]   A,
    input       [width-1:0]   B,
    input       [1:0]         ALU_FUN,
    input                     CLK,
    input                     RST_n,
    input                     Arith_Enable,
    output reg  [width-1:0]   Arith_OUT,
    output reg                Arith_FLag
);
reg [width-1:0] Arith_OUT_reg;
reg             Arith_FLag_reg;
always @(*)
begin
    Arith_FLag_reg=1'b0;
    if(Arith_Enable)
        begin
            Arith_FLag_reg=1'b1;
            case (ALU_FUN)
                2'b00:
                    Arith_OUT_reg = A + B;
                2'b01:
                    Arith_OUT_reg = A-B;
                2'b10:
                    Arith_OUT_reg = A*B;
                2'b11:
                    Arith_OUT_reg = A/B;
                default: 
                    Arith_OUT_reg = 'b0;
            endcase
        end
    else 
        begin
            Arith_OUT_reg='b0;
            Arith_FLag_reg=1'b0;
        end
end
always @(posedge CLK,negedge RST_n)
begin
    if(!RST_n)
        begin
            Arith_OUT  <= 'b0;
            Arith_FLag <= 1'b0;
        end
    else if(Arith_Enable)
        begin
            Arith_OUT  <= Arith_OUT_reg;
            Arith_FLag <= Arith_FLag_reg;
        end
    else
        begin
            Arith_OUT  <= 'b0;
            Arith_FLag <= 1'b0;
        end
end
endmodule
module CMP_UNIT #(parameter width=8,CMP_width=3)
(
    input       [width-1:0]   A,
    input       [width-1:0]   B,
    input       [1:0]         ALU_FUN,
    input                     CLK,
    input                     RST_n,
    input                     CMP_Enable,
    output reg  [width-1:0] CMP_OUT,
    output reg                CMP_FLag
);
reg [width-1:0] CMP_OUT_reg;
reg             CMP_FLag_reg;
always@(*)
begin
    CMP_FLag_reg=1'b0;
    if(CMP_Enable)
        begin
            CMP_FLag_reg=1'b1;
            case(ALU_FUN)
                2'b00:
                   CMP_OUT_reg='b0;
                2'b01:
                    if(A == B)
                        begin
                            CMP_OUT_reg='b1;
                        end
                    else 
                        begin
                            CMP_OUT_reg='b0;
                        end
                2'b10:
                    if(A > B)
                        begin
                            CMP_OUT_reg='b10;
                        end
                    else 
                        begin
                            CMP_OUT_reg='b0;
                        end
                2'b11:
                    if(A < B)
                        begin
                            CMP_OUT_reg='b11;
                        end
                    else 
                        begin
                            CMP_OUT_reg='b0;
                        end
                default:
                    CMP_OUT_reg='b0;
        endcase
    end
    else 
        begin
            CMP_FLag_reg=1'b0;
            CMP_OUT_reg='b0;
        end
end
always @(posedge CLK,negedge RST_n)
begin
    if(!RST_n)
        begin
            CMP_OUT  <=  'b0;
            CMP_FLag <= 1'b0;
        end
    else 
        begin
            CMP_OUT  <= CMP_OUT_reg;
            CMP_FLag <= CMP_FLag_reg;
        end
end
endmodule
module Decoder_2x4
(
    input        [1:0]        ALU_FUN,
    input  wire               Dec_ENABLE,
    output reg                Arith_Enable,
    output reg                Logic_Enable,
    output reg                CMP_Enable,
    output reg                Shift_Enable
);
always @(*)
begin
    Arith_Enable = 1'b0;
    Logic_Enable = 1'b0;
    CMP_Enable   = 1'b0;
    Shift_Enable = 1'b0;
    if(Dec_ENABLE)
        begin
        case (ALU_FUN)
            2'b00: 
                Arith_Enable = 1'b1;
            2'b01:
                Logic_Enable = 1'b1;
            2'b10:
                CMP_Enable   = 1'b1;
            2'b11:
                Shift_Enable = 1'b1;
            default:
                begin
                Arith_Enable = 1'b0;
                Logic_Enable = 1'b0;
                CMP_Enable   = 1'b0;
                Shift_Enable = 1'b0;
                end
        endcase
        end
    else
        begin
            Arith_Enable = 1'b0;
            Logic_Enable = 1'b0;
            CMP_Enable   = 1'b0;
            Shift_Enable = 1'b0;
        end
end
endmodule
module LOGIC_UNIT #(parameter width=8)
(
    input       [width-1:0]   A,
    input       [width-1:0]   B,
    input       [1:0]         ALU_FUN,
    input                     CLK,
    input                     RST_n,
    input                     Logic_Enable,
    output reg  [width-1:0]   Logic_OUT,
    output reg                Logic_FLag
);
reg [width-1:0] Logic_OUT_reg;
reg             Logic_FLag_reg;
always@(*)
begin
    Logic_FLag_reg=1'b0;
    if(Logic_Enable)
        begin
            Logic_FLag_reg=1'b1;
            case (ALU_FUN)
                2'b00:
                    Logic_OUT_reg =  A & B;
                2'b01:
                    Logic_OUT_reg =  A | B;
                2'b10:
                    Logic_OUT_reg = ~( A & B );
                2'b11:
                    Logic_OUT_reg = ~( A | B );
                default: 
                    Logic_OUT_reg='b0;
            endcase
    end
    else
        begin
            Logic_OUT_reg='b0;
            Logic_FLag_reg=1'b0;
        end
end
always @(posedge CLK,negedge RST_n)
begin
    if(!RST_n)
        begin
            Logic_OUT  <=  'b0;
            Logic_FLag <= 1'b0;
        end
    else 
        begin
            Logic_OUT  <= Logic_OUT_reg;
            Logic_FLag <= Logic_FLag_reg;
        end
end
endmodule
module SHIFT_UNIT #(parameter width=8)
(
    input       [width-1:0]   A,
    input       [width-1:0]   B,
    input       [1:0]         ALU_FUN,
    input                     CLK,
    input                     RST_n,
    input                     Shift_Enable,
    output reg  [width-1:0]   SHIFT_OUT,
    output reg                SHIFT_FLag
);
reg [width-1:0] SHIFT_OUT_reg;
reg             SHIFT_FLag_reg;
always @(*)
begin
    SHIFT_FLag_reg=1'b0;
    if(Shift_Enable)
        begin
            SHIFT_FLag_reg=1'b1;
            case(ALU_FUN)
                2'b00:
                    SHIFT_OUT_reg = A>>1;
                2'b01:
                    SHIFT_OUT_reg = A<<1;
                2'b10:
                    SHIFT_OUT_reg = B>>1;
                2'b11:
                    SHIFT_OUT_reg = B<<1;
                default: 
                    SHIFT_OUT_reg ='b0;
            endcase
        end
    else 
        begin
            SHIFT_FLag=1'b0;
            SHIFT_OUT_reg='b0;
        end
end
always @(posedge CLK,negedge RST_n)
begin
    if(!RST_n)
        begin
            SHIFT_OUT  <= 'b0;
            SHIFT_FLag <= 1'b0;
        end
    else 
        begin
            SHIFT_OUT  <= SHIFT_OUT_reg;
            SHIFT_FLag <= SHIFT_FLag_reg;
        end
end
endmodule
==> run notes <==
Implementation summary

The run finished, with violations left. The final reports fail on setup timing. The wire length of the first global-routing pass is 24000 um. Warnings reported by Yosys during synthesis add up to 6.

The registers of the reported paths see a clock transition of 60 ps. For this design the ratio of total power to cell area is between 600 and 700 nW/um^2. In this run the count of I/O pins placed on the die edge is 40. The initial antenna violation count is 0.

The final timing report lists a max-slew violation count of 0. The area share of the leading cell type in the synthesized netlist is 0.215. Post-synthesis, Yosys gives the total cell area as ~4600 sq um.

In the synthesized netlist, the cells that appear most often are 79 x sky130_fd_sc_hd__ha_1, 69 x sky130_fd_sc_hd__nor2_1, 54 x sky130_fd_sc_hd__inv_1. For the finished layout, the period the worst path requires is 9010 ps. For this run the top cell type by instance count after synthesis was sky130_fd_sc_hd__ha_1. The number of filler cells placed in the layout is 1230.

After synthesis, the netlist uses 67 different library cells. In this run, post-CTS hold repair placed 0 buffers. In this run the clock root is driven by a sky130_fd_sc_hd__clkbuf_16. The number of buffers created by CTS is 3. The smallest hold slack is 404 ps.

Endpoints failing hold in the final report were tallied at 0. The highest net fanout along the worst path is 6. In this run the layout overhead on the synthesized area is reported as 62.6%. For this run, asynchronously set or reset flops after synthesis account for 1.00.

The number of routed nets with antenna violations is 0. The logs give a warning total of ~48. Yosys mapped a number of flops with a built-in enable equal to 0.

After legalization and detailed placement, the total HPWL measured 11500 um. The script parses the final routing iteration and logs DRC violations as 0. The slowest library cell on the worst path is sky130_fd_sc_hd__or4_4. The dominant cell type by count on the critical path is sky130_fd_sc_hd__ha_1. For this block, the via count after detailed routing is 4734. In this run the worst hold path is classified as in -> async. Measured on the finished design, the core utilization comes to 0.506. The largest stage delay on the critical path is 550 ps. Summed over all routing layers, the global router reports a total usage of 0.195. Static timing analysis puts the maximum clock frequency at 111 MHz. The final estimated routing congestion in global placement is 0.919. The clock sink count is 26.

The pin count of the biggest net entering global routing is 27. The number of maximum-capacitance violations is 0. Summing every instance area after synthesis gives between 4000 and 5000 sq um. Per the detail_route report, routed wire per instance is 15.7 um.

By area the synthesized netlist is led by sky130_fd_sc_hd__ha_1 22%, sky130_fd_sc_hd__dfrtp_1 14%, sky130_fd_sc_hd__xnor2_1 6.9%. The via count of the first global-routing pass is approximately 4700. The global-route congestion overflow total is 0. After detailed routing, the number of vias per cell comes to 4.94. The type of the worst setup path is in -> reg. The number of optimization iterations in the first detailed-route pass is 25. The post-synthesis average cell area is roughly 8.4 sq um. The yosys cell count is 545.

TritonCTS built the clock tree. The die span in x is 126 um. The H-tree depth is 1. In the post-route report, total wirelength is listed as 15000 um. Setup repair after global routing could not meet its margin everywhere. For this run, the register share of the synthesized area comes to 0.142. The number of DRC violations after detailed-routing iteration 0 is 160. In the floorplan report the effective utilization is 0.311. The core region area is 14800 sq um. The number of flip-flops and latches in the synthesized netlist is 26.

The critical path endpoint has a required time of 1630 ps. The final tally of setup violations is 13. The number of buffers between clock root and the deepest sink is 2. The number of cells produced by synthesis is 545. The buffer_ports step reported a buffer count of 31. The post-layout period usage of the worst path is 6.01.

The endpoint arrival time on the critical path is 9150 ps. The final worst-path setup slack is -7510 ps. For this run, the leading register cell type out of synthesis is sky130_fd_sc_hd__dfrtp_1. The placement row count is approximately 44. Per the detail_route report, inserted antenna diodes total 0. The power report puts the leakage power at 3.62 nW. The final total negative setup slack is -40210 ps. The area of the die is 15800 sq um. The biggest area contributor in the post-synthesis netlist is sky130_fd_sc_hd__ha_1. STA classifies the critical path startpoint as a primary input. The peak supply drop is approximately 420 uV.

The overall die height is about 130 um. Per the final layout report, the fraction of cells sized above drive strength 1 comes to 0.437. The worst setup path is captured at a register.
## worst paths after layout
path | startpoint | to | slack, ps | cells past startpoint
worst max-delay path | B[6] | U_ARITHMETIC_UNIT.Arith_OUT[0] | -7510 | 45
worst min-delay path | RST | U_SHIFT_OUT.SHIFT_OUT[1] | 400 | 2
max in group asynchronous | RST | U_SHIFT_OUT.SHIFT_OUT[7] | 860 | 2
min in group clk0 | ALU_FUN[0] | U_SHIFT_OUT.SHIFT_OUT[0] | 570 | 4
## layout by cell type, fill, tap and decap left out, types with 9 or more instances in the layout
cell / Yosys / final
sky130_fd_sc_hd__a21oi_1: 26 / 12
sky130_fd_sc_hd__dfrtp_1: 26 / 26
sky130_fd_sc_hd__nand2_1: 33 / 31
sky130_fd_sc_hd__nor2_1: 69 / 64
sky130_fd_sc_hd__fa_1: 14 / 9
sky130_fd_sc_hd__buf_6: 2 / 29
sky130_fd_sc_hd__xnor2_1: 36 / 34
sky130_fd_sc_hd__inv_1: 54 / 43
sky130_fd_sc_hd__buf_4: 9 / 178
sky130_fd_sc_hd__o21a_1: 16 / 15
sky130_fd_sc_hd__ha_1: 79 / 57
sky130_fd_sc_hd__a21oi_2: 0 / 12
sky130_fd_sc_hd__o21ai_0: 16 / 11
sky130_fd_sc_hd__nor2b_1: 9 / 9
sky130_fd_sc_hd__nor3_1: 14 / 11
sky130_fd_sc_hd__ha_4: 0 / 18
## metal layers
| metal | part of all wire | track usage |
|---|---|---|
| met3 | 0.043 | 0.0294 |
| met5 | 0 | 0 |
| met1 | 0.46 | 0.268 |
| met4 | 0.013 | 0.0330 |
| met2 | 0.48 | 0.333 |
## cell type report
type / instances / area [sq um] / share of cell area
Multi-Input combinational cell: 447 / 4240 / 0.569
Timing Repair Buffer: 242 / 2020 / 0.271
Sequential cell: 26 / 651 / 0.0872
Tap cell: 184 / 230 / 0.0309
Inverter: 55 / 225 / 0.0302
Clock buffer: 4 / 88.8 / 0.0119
## repair_timing
item | CTS | global route
setup endpoints to repair | 33 | 22
buffers inserted | 29 | 24
pin swaps | 41 | 67
gates cloned | 1 | 0
gates resized | 123 | 79
## kinds of logic (layout without fill, tap and decap cells)
kind of cell,after synthesis,count (layout),share of synthesized area
other,1,8,0.000817
adders and majority gates,93,93,0.277
xor gates and xnor gates,43,43,0.0821
DFF,26,26,0.142
AOI/OAI and AO/OA,111,112,0.167
muxes,25,25,0.0807
and+or+nand+nor,166,166,0.175
buffers and inverters,80,301,0.0761
## power breakdown
part	internal [W]	total [W]	switching [W]
sequential	0.000725	0.000730	0.00000519
clock	0.000407	0.000621	0.000215
combinational	0.00181	0.00334	0.00153
total	0.00294	0.00469	0.00175
## through the flow
step                cell area [sq um]  instances  total power (W)  setup WS (ps)
floorplan                        4810        552          0.00233          -7620
global route                     7460        958          0.00503          -7890
global placement                 6450        908          0.00341          -8210
finish                           7460        958          0.00469          -7510
detailed placement               6450        908          0.00343          -8350
CTS                              7000        940          0.00427          -7520
## critical path: cells and delay by family
| family | cells | cell delay, ps |
|---|---|---|
| simple gates | 8 | 1570 |
| mux | 3 | 880 |
| fa+ha+maj | 7 | 2020 |
| compound gates | 23 | 3910 |
| buf+inv | 4 | 460 |
Power figures rest on the tool's default switching activity, not on a simulated workload.
